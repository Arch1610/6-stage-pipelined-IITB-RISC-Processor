<file path="/design/flow/config.mk">
export PLATFORM = sky130hd
export DESIGN_NAME = register_file
export DESIGN_NICKNAME = register_file
export VERILOG_FILES = /design/flow/design.v
export SDC_FILE = /design/flow/constraint.sdc
export NUM_CORES = 4
export LEC_CHECK = 1
export CORE_UTILIZATION = 50
</file>
<file path="/design/flow/constraint.sdc">
current_design register_file

set clk_period 3.7
set clk_io_pct 0.2

create_clock -name clk0 -period $clk_period [get_ports {clk}]

set non_clock_inputs [all_inputs -no_clocks]
set_input_delay [expr $clk_period * $clk_io_pct] -clock clk0 $non_clock_inputs
set_output_delay [expr $clk_period * $clk_io_pct] -clock clk0 [all_outputs]
</file>
<file path="/design/flow/design.v">
module register_file (rst, clk, reg_write_en_1, reg_write_en_2, reg_write_dest, reg_write_data_1, reg_write_data_2, reg_read_addr_1, reg_read_data_1, reg_read_addr_2, reg_read_data_2, r7); 
	input		  		rst,clk,reg_write_en_1, reg_write_en_2; 
	input  [ 2:0] 	reg_write_dest;
	input  [15:0] 	reg_write_data_1;  
	input  [15:0] 	reg_write_data_2;
	input  [ 2:0] 	reg_read_addr_1; 
	output [15:0] 	reg_read_data_1;   
	input  [ 2:0] 	reg_read_addr_2;  
	output [15:0] 	reg_read_data_2;
	output reg [15:0]	r7;
	reg    [15:0] 	reg_array [0:6]; 
	reg	 [15:0]  reg_array7;	 
	always @ (*) begin	  
		if(rst) begin  
			reg_array[0] <= 16'h0000;  
			reg_array[1] <= 16'h0002;  
			reg_array[2] <= 16'h0003;  
			reg_array[3] <= 16'h0004;  
			reg_array[4] <= 16'h0005;  
			reg_array[5] <= 16'h0006;  
			reg_array[6] <= 16'hFFFF;       
		end  
		else begin  
			if(reg_write_en_1 == 1'b1) begin  
				reg_array[reg_write_dest] <= reg_write_data_1;  
			end  
		end  
	end  
	always@(posedge clk) begin
		if(rst) begin  
			reg_array7 <= 16'h0000;       
		end  
		else begin
			reg_array7 <= reg_array7 + 2;
			r7 = reg_array7;
			if((reg_write_en_1 == 1'b1) & (reg_write_dest == 3'b111)) begin  
				reg_array7 <= reg_write_data_1;  
			end
			else if(reg_write_en_2 == 1'b1) begin
				reg_array7 <= reg_write_data_2;
			end
		end
	end
	assign reg_read_data_1 = ( reg_read_addr_1 == 0)? 16'b0 : reg_array[reg_read_addr_1];  
	assign reg_read_data_2 = ( reg_read_addr_2 == 0)? 16'b0 : reg_array[reg_read_addr_2];
endmodule   
</file>
<file path="/design/flow/run.sh">
#!/bin/bash
# OpenROAD 26Q1-2900-gdf79404cd8, Yosys 0.63+post, stock flow scripts
make -C /OpenROAD-flow-scripts/flow DESIGN_CONFIG=/design/flow/config.mk WORK_HOME=/design/flow/orfs finish
</file>
==> impl_metrics.tcl <==
# implementation run metrics
set metrics [dict create \
    ys_cells 587 \
    die_y_um 102 \
    fmax_mhz 284 \
    finalClockPeriodUsage_pct 95.1 \
    io_buffer_count 92 \
    yosys_warnings 2 \
    routed_wl_um 14400 \
    critPathCaptureType "output port" \
    hold_violations 0 \
    fin_util_pct 64.7 \
    mostFrequentLayoutCell "dlxtn_1" \
    arrival_ns 2.78 \
    drt-initial-drc-count 331 \
    fin_crit_ns 3.52 \
    drt_drc_violations_left 0 \
    post_cts_buffers 0 \
    lay_top_cells "96 x dlxtn_1, 91 x clkdlybuf4s50_1, 48 x o21ai_0" \
    hpwl_um 10300 \
    cp.required_ns 2.96 \
    cap_violations 0 \
    viasPerCell 5.88 \
    ir_drop_mv 0.281 \
    rsz0062_at_grt "false" \
    cts_buffers 5 \
    root_buffer "clkbuf_8" \
    core_util_floorplan_pct 51.5 \
    cp-startpoint "reg_read_addr_1[1]" \
    gp_congestion 0.923 \
    ant_nets 0 \
    grt_pass1_wl_um 22700 \
    drive_above_1_share_pct 11.5 \
    warning_count 26 \
    crit_type "in2out" \
    r2r_start "reg_array7[1]$_SDFF_PP0_" \
    powerDensity_mw_per_mm2 196 \
    clkTransAtPathRegs_ns 0.06 \
    fin_tns_setup_ns 0 \
    crit_path_max_fanout 5 \
    grt_usage_pct 29.3 \
    synth.cell_area_mm2 0.00503 \
    synthFlopType "dlxtn_1" \
    total_power_uw 1240 \
    edf_count 16 \
    rr_worst_depth 5 \
    num_rows 36 \
    core-area_mm2 0.00977 \
    ys_ff 128 \
    avgRoutedWirePerCell_um 17.8 \
    finalClockSkew_ns 0.00516 \
    hold_class "reg2reg" \
    dieArea_mm2 0.0105 \
    start_kind "primary input" \
    cts_tree "yes" \
    overflow 0 \
    vias 4767 \
    synth-area-yosys_mm2 0.00503 \
    crit_path_end "reg_read_data_1[1]" \
    die_x_um 102 \
    area_growth_pct 25.7 \
    fillers 820 \
    setup_viol 0 \
    dr.pass1.iters 5 \
    status "completed" \
    synthDistinctLibCells 52 \
    reg2reg_slack_ns 1.83 \
    clk_latency_ns 0.29 \
    maxSlewViolCount 0 \
    htree_levels 2 \
    synthCells 587 \
    untimed_endpoints 96 \
    power_leakage_uw 0.00255 \
    unclocked_pins 96 \
    grt_max_degree 49 \
    grt_antenna_before_repair 0 \
    io_pins 93 \
    syn_avg_cell_area_um2 8.57 \
    clockBufferDepth 2 \
    worst_slew_pin_slew_ns 0.746 \
    slew_headroom_pct 50.2 \
    grt_pass1_vias 4342 \
    synthArstFlopShare_pct 0 \
    num_antenna_cells 0 \
    reg2reg_to "reg_array7[11]$_SDFF_PP0_" \
]
==> worst min path at each step <==
stage	from	to	depth (start not counted)
after CTS	reg_array7[0]$_SDFFE_PP0P_	r7[0]$_DFFE_PN_	0
after global routing	reg_array7[0]$_SDFFE_PP0P_	r7[0]$_DFFE_PN_	0
final	reg_array7[0]$_SDFFE_PP0P_	r7[0]$_DFFE_PN_	0
==> critical path, stage by stage <==
cell and delay [ns]:
clkdlybuf4s50_1 0.54, nor2b_1 0.47, buf_4 0.22, a22oi_1 0.06
a31oi_1 0.25, clkdlybuf4s50_1 0.50
==> flip-flops by register name (all words and copies together), names as in the netlist <==
register / count
reg_array: 96
r7: 16
reg_array7: 16
==> synth_stat cells, types with 10 or more instances <==
master / instances / area [um2]
a221oi_1: 12 / 105
mux2i_1: 33 / 330
dlxtn_1: 96 / 1440
nor2_1: 33 / 124
dfxtp_1: 16 / 320
a22oi_1: 19 / 143
nand3_1: 31 / 155
buf_2: 19 / 95.1
o21ai_0: 48 / 240
mux2_2: 10 / 113
edfxtp_1: 16 / 480
nor2b_1: 25 / 156
a31oi_1: 15 / 93.8
a21oi_1: 41 / 205
nor3_1: 11 / 55.1
or2_2: 16 / 100
nand2_1: 37 / 139
clkbuf_1: 18 / 67.6
inv_1: 14 / 52.6
==> what timing repair did <==
action                     CTS  global route
gates resized                0             1
hold buffers                 0             0
setup endpoints to repair    0             1
==> per-stage QoR <==
stage          setup slack [ns]  hold slack [ns]  std cells  cell area [um2]
2_1_floorplan              1.34            0.408        587             5030
3_3_place_gp              0.191            0.412        803             6230
3_5_place_dp              0.199            0.419        803             6230
4_1_cts                   0.184            0.435        811             6320
6_report                  0.181            0.434        811             6320
5_1_grt                  0.0129            0.449        811             6320
==> kinds of logic after synthesis <==
family          after synthesis  share of synthesized area [%]
mux                          43                           8.80
compound gates              167                           20.8
simple gates                182                           19.1
buf+inv                      57                           4.87
xor+xnor                      9                           1.57
fa+ha+maj                     1                          0.249
flops                        32                           15.9
latches                      96                           28.6
==> power by group <==
group / switching [uW] / internal, uW / total (uW)
combinational: 215 / 236 / 450
sequential: 37.0 / 481 / 518
clock: 125 / 149 / 274
total: 377 / 865 / 1240
==> routing by layer <==
layer	global-route usage [%]	up-vias	routed length (um)
met5	0	-	0
met4	3.85	0	244
met3	3.96	20	1100
met2	46.1	193	6620
met1	45.8	2261	6480
li1	-	2293	-
==> cell type report <==
class                           count  area (um2)  share of cell area [%]
Sequential cell                   128        2240                    35.5
Tap cell                          133         166                    2.63
Multi-Input combinational cell    402        2570                    40.6
Timing Repair Buffer              125        1200                    19.0
Clock buffer                        7        86.3                    1.37
Inverter                           15        56.3                   0.890
Clock inverter                      1        3.75                  0.0594
No activity file was given, so power comes from the tool's default toggle rates.
